`flow/config.mk`:
```
export PLATFORM = sky130hd
export DESIGN_NAME = rom_256x8
export DESIGN_NICKNAME = rom_256x8
export VERILOG_FILES = /design/flow/design.v
export SDC_FILE = /design/flow/constraint.sdc
export NUM_CORES = 4
export LEC_CHECK = 1
export CORE_AREA = 10 10 70 70
export DIE_AREA = 0 0 80 80
```
`flow/constraint.sdc`:
```
current_design rom_256x8

set clk_period 1.0
set clk_io_pct 0.2

create_clock -name clk0 -period $clk_period

set non_clock_inputs [all_inputs -no_clocks]
set_input_delay [expr $clk_period * $clk_io_pct] -clock clk0 $non_clock_inputs
set_output_delay [expr $clk_period * $clk_io_pct] -clock clk0 [all_outputs]
```
`flow/design.v`:
```
`timescale 1ns / 1ps
module rom_256x8(
    dout, addr, cs
    );
    output[7:0] dout;
    input[7:0] addr;
    input cs;
    reg [7:0] ROM[0:255];    
    assign dout = cs?ROM[addr]:8'b0;  
    initial begin
        ROM[0] = -8'd5;
        ROM[1] = -8'd2;
        ROM[2] = -8'd3;
        ROM[3] = 8'd5;
        ROM[4] = 8'd3;
        ROM[5] = 8'd0;
        ROM[6] = 8'd2;
        ROM[7] = 8'd1;
    end 
endmodule
```
`flow/run.sh`:
```
#!/bin/bash
# OpenROAD 26Q1-2900-gdf79404cd8, Yosys 0.63+post, stock flow scripts
make -C /OpenROAD-flow-scripts/flow DESIGN_CONFIG=/design/flow/config.mk WORK_HOME=/design/flow/orfs finish
```
==> flow_summary.toml <==
# yosys + openroad results
[run_status]
status = "finished with violations"
violations = "negative setup slack"

[place]
io_buffers = 12
dpl_cell_area_um2 = 297
routabilityCongestion = 0.686

[floorplanning]
num_rows = 21
dieArea_um2 = 6400
die_h_um = 80
initCoreUtil = 0.0348
die_w_um = 80
io_pins = 17
core_area_um2 = 3420

[worst_setup_path]
max_stage_delay_ns = 0.19
critPathMaxFanout = 3
path_buffers = 3
cp-end-kind = "primary output"
worst-setup-path-type = "in -> out"
critPathTopFamily = "buffers and inverters"
critPathLaunchType = "input port"
worst_path_max_delay_cell = "ha_4"
worstPathArrival_ns = 0.88
critPathRequiredTime_ns = 0.80
worstPathCellList = "buf_8 -> inv_8 -> ha_4 -> mux2i_1 -> and2_1 -> buf_2"

[power]
ir_drop_mv = 0.0342
pwr_density_cell_nw_per_um2 = 296
p_total_mw = 0.0943
p_leak_nw = 0.152

[route]
routed-via-count = 147
via_per_inst = 1.96
dr.pass1.iters = 1
drt_wl_total_um = 446
n_antenna_cell = 0
drc = 0
ant_nets = 0
wl_per_cell_um = 5.95
drt-initial-drc-count = 0

[logic_synthesis]
synthCells = 16
yosys.cell_types.count = 9
avgSynthCellArea_um2 = 7.43
synth_area_um2 = 119
yosys_area_um2 = 119
yosysWarnings = 1
synth_seq_share = 0
ys_cells = 16

[grt]
grt_pass1_wl_um = 738
met3_usage = 0.00909
grt_pass1_vias = 161
grt_overflow = 0
busiest_layer = "met2"
antenna_found_initial = 0
grtUsageMet2 = 0.0241
track_usage = 0.0134
grt_max_degree = 6
gr-usage-met1 = 0.0132

[finish]
layout-drive-gt1-share = 0.793
fill_cells = 400
utilization = 0.0934
lay_top_cells = "buf_2, buf_4, ha_4, buf_6"
flop_area_um2 = 0
layout_top_cell = "buf_2"
ff_count = 0
finalInstanceArea_um2 = 319
nClkBuffers = 0
area_growth_pct = 168

[sta]
setup_viol = 6
period_needed_ns = 1.08
max_freq_mhz = 927
setup_ws_ns = -0.0788
post-route-period-util = 1.08
maxSlewViolCount = 0
slew_headroom = 0.928
worstMarginPinSlew_ns = 0.105
hold_ws_ns = 0.783
hold_violations = 0
rsz0062_at_grt = "true"

[min_path]
min_from = "cs"
holdPathEnd = "dout[2]"
whs_path_depth = 4
hp-class = "in -> out"

[cts]
cts_hold_buffers = 0

[job]
cap_violations = 0
warnings = 41
## area by class of cell
type                            count  area, um2  share of cell area
Multi-Input combinational cell     10        124               0.388
Timing Repair Buffer               17        123               0.384
Tap cell                           46       57.6               0.180
Inverter                            2       15.0              0.0471
## metal layers
metal	up-vias	wire [um]
met3	0	105
li1	72	-
met5	-	0
met2	10	186
met1	65	154
met4	0	0
## synthesized netlist by cell type, drive strengths merged
cell	n	share of area
and2	1	0.053
buf	4	0.25
ha	3	0.32
inv	2	0.063
mux2i	1	0.084
nand2	1	0.032
nand2b	1	0.053
nor2	2	0.063
o211a	1	0.084
## metrics by stage
stage / std cells / setup WS, ns / setup TNS [ns]
floorplan: 16 / 0.0941 / 0
global placement: 74 / -0.942 / -6.90
detailed placement: 74 / -0.951 / -6.96
CTS: 75 / -0.0813 / -0.339
global route: 75 / -0.125 / -0.626
finish: 75 / -0.0788 / -0.298
## where the power goes
part,internal [mW],switching [mW],leakage (nW),total (mW)
clock network,0,0,0,0
logic,0.0588,0.0355,0.152,0.0943
registers,0,0,0,0
## how the worst max path moves through the flow
stage,from,to,slack [ns],depth (start not counted)
CTS,addr[1],dout[0],-0.08,6
finish,addr[1],dout[0],-0.08,6
global route,addr[1],dout[0],-0.12,6
## worst min-delay path: stages
cell             delay, ns
buf_2                 0.12
nand2b_4              0.07
nor2_2                0.04
clkdlybuf4s15_1       0.16
## cell families after synthesis
family	count (synthesis)	synth area share
and+or+nand+nor	5	0.200
muxes	1	0.0842
adders and majority gates	3	0.316
buffers and inverters	6	0.316
AOI/OAI and AO/OA	1	0.0842
## what timing repair did
action	CTS	global route
endpoints found under the setup margin	8	7
pin swaps	4	0
buffers inserted	1	0
resized	52	3
No activity file was given, so power comes from the tool's default toggle rates.
